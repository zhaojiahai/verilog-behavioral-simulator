`flow/run.sh`:
```
#!/bin/bash
# OpenROAD 26Q1-2900-gdf79404cd8, Yosys 0.63+post, stock flow scripts
make -C /OpenROAD-flow-scripts/flow DESIGN_CONFIG=/design/flow/config.mk WORK_HOME=/design/flow/orfs finish
```
`flow/config.mk`:
```
export PLATFORM = sky130hd
export DESIGN_NAME = multiply
export DESIGN_NICKNAME = multiply
export VERILOG_FILES = /design/flow/design.v
export SDC_FILE = /design/flow/constraint.sdc
export NUM_CORES = 4
export LEC_CHECK = 1
export CORE_UTILIZATION = 50
```
`flow/constraint.sdc`:
```
current_design multiply

set clk_period 12.9
set clk_io_pct 0.2

create_clock -name clk0 -period $clk_period [get_ports {clk}]

set non_clock_inputs [all_inputs -no_clocks]
set_input_delay [expr $clk_period * $clk_io_pct] -clock clk0 $non_clock_inputs
set_output_delay [expr $clk_period * $clk_io_pct] -clock clk0 [all_outputs]
```
`flow/design.v`:
```
module multiply (clk, prod, fin, mcand, mplier, reset);
	input clk, reset;
	output [63:0] prod;
	output fin;
	input [31:0] mcand, mplier;
	reg [63:0] prod, mcand_copy;
	reg [31:0] mplier_copy;
	reg [7:0] working;
	reg fin;
	always @(posedge clk)
		begin
		if (reset == 1)
			begin
			prod = 0;
			mcand_copy = 0;
			mplier_copy = 0;
			fin = 0;
			working = 1;	 
			end
		else
			begin
			if (working == 1)
				begin
				mcand_copy = mcand;
				mplier_copy = mplier;
				working = working + 1;
				end
			else if (working > 1)
				begin
				if (mplier_copy[0:0] == 1)
					prod = prod + mcand_copy;
				mcand_copy = mcand_copy << 1;
				mplier_copy = mplier_copy >> 1;	 
				if (working > 32)
					fin = 1;
				working = working + 1;
				end
			end
		end
endmodule
```
==> impl_metrics.json <==
{
  "edf_count": 0,
  "r2r_end": "prod[58]",
  "power.total_mw": 2.15,
  "min_from": "mcand_copy[63]",
  "num-fill-cells": 1913,
  "dieHeight_um": 146,
  "worst-r2r-setup-slack_ps": 8960,
  "placementRows": 52,
  "min_to": "mcand_copy[63]",
  "async_flop_share_pct": 0,
  "die_area_sq_mm": 0.0214,
  "reg2reg_depth": 13,
  "ys.flops": 169,
  "die_w_um": 146,
  "peakVddDrop_mv": 0.109,
  "pwr-share-seq_pct": 33.2,
  "clkPwrFrac_pct": 24.0,
  "synthFlopType": "dfxtp_1",
  "openroad.warnings": 29,
  "crit_path_end_kind": "register",
  "core_sq_mm": 0.0203,
  "drive_gt1_share_pct": 4.19,
  "worstSkewPairLatency_ps": 430,
  "clk_pin_slew_ps": 70,
  "grt_start_max_net_pins": 72,
  "worstPathMaxFanout": 4,
  "ys_warn_count": 1,
  "slowest_delay_ps": 430,
  "skew_ps": 16.5,
  "avgSynthCellArea_sq_um": 7.29,
  "final_max_slew_viol_count": 0,
  "grtUsageTotal_pct": 26.5,
  "dr.pass1.iters": 5,
  "power_switching_mw": 0.903,
  "hold_viol": 0,
  "antenna_cells": 0,
  "worst_path_max_delay_cell": "o21ai_0",
  "areaGrowthSynthToFinish_pct": 18.7,
  "cts-resized-gates": 0,
  "overflow": 0,
  "drtIter0Drc": 460,
  "grt_pass1_wl_mm": 45.9,
  "hp-class": "register to register",
  "htreeDepth": 4,
  "routedWlPerCell_um": 15.5,
  "start_kind": "register",
  "setup_viol": 0,
  "p_leak_nw": 5.02,
  "drv_cap": 0,
  "switching_share_pct": 42.0,
  "numCtsBuffers": 17,
  "first_global_vias": 9083,
  "worst_pin_slew_ps": 829,
  "antenna_found_initial": 0,
  "cts.sinks": 169,
  "initial_utilization_pct": 51.3,
  "io_pins": 131,
  "combPwrFrac_pct": 42.8,
  "critPathBufInv": 0,
  "layout_worst_path_cycle_share_pct": 30.6,
  "port_buffers": 130,
  "cts_buffer_depth": 2,
  "fin_hold_ws_ps": 465,
  "gp_congestion": 0.909,
  "power_density_mw_per_mm2": 174,
  "worst_slack_ps": 8960,
  "regArea_sq_mm": 0.00338,
  "crit_type": "register to register",
  "syn_area_sq_mm": 0.0104,
  "synth_cells": 1428,
  "timing.rr.start": "prod[0]",
  "fmax_mhz": 254,
  "crit_required_ps": 13180,
  "vias_per_cell": 5.55,
  "drc": 0,
  "cts_setup_buffers": 0,
  "cts_tree": "done",
  "ys_cells": 1428,
  "maxSlewHeadroom_pct": 44.7,
  "period_needed_ps": 3940,
  "ys_area_sq_mm": 0.0104,
  "hold_depth": 2,
  "postCtsHoldBufs": 0,
  "cpMostUsedCell": "a21oi_1",
  "arrival_ps": 4230,
  "via_count": 9853,
  "detail-route-antenna-nets": 0,
  "dp_hpwl_mm": 18.8,
  "synth_cell_types": 66,
  "internal_power_mw": 1.25,
  "place_ws_ps": 8560,
  "status": "completed",
  "final.setup.tns_ps": 0,
  "wirelength_mm": 27.5,
  "mi_logic_area_sq_mm": 0.00659,
  "rsz0062_at_grt": "false",
  "cp_top_family": "AND-OR/OR-AND gates",
  "crit_chain": "ha_1, fa_1, a211oi_1, nor2_1, o31ai_2, a21oi_1, o311a_1, nor3_2, o41a_1, nor3_1, o21ai_0, xor2_1, a21oi_1",
  "ys_seq_share_pct": 32.5,
  "root_buffer": "clkbuf_16"
}
cell type report:
type / instances / share of cell area, %
Clock buffer: 19 / 3.58
Clock inverter: 12 / 1.15
Inverter: 20 / 0.607
Multi-Input combinational cell: 1142 / 53.3
Sequential cell: 169 / 27.4
Tap cell: 270 / 2.73
Timing Repair Buffer: 142 / 11.2
cell usage in the layout, fill, tap and decap left out, drive strengths merged, types with 8 or more instances in the layout:
| cell type | count |
|---|---|
| xnor2 | 29 |
| xor2 | 25 |
| and2 | 9 |
| nor2b | 9 |
| dfxtp | 169 |
| a211oi | 70 |
| a21o | 46 |
| nand3 | 34 |
| nand4 | 17 |
| inv | 24 |
| and3 | 14 |
| or3 | 9 |
| a21oi | 152 |
| nor3 | 14 |
| o21bai | 9 |
| ha | 67 |
| nor2 | 166 |
| clkbuf | 19 |
| o211ai | 8 |
| o21ai | 116 |
| o21a | 10 |
| a31oi | 13 |
| nand2 | 270 |
| buf | 13 |
| clkdlybuf4s50 | 129 |
Yosys cell counts, types with 10 or more instances:
master    count  area share, %
buf_1        12           0.43
o21ai_0     114            5.5
a21oi_1     150            7.2
a31oi_1      13           0.78
a211oi_1     69            5.0
a21o_1       46            3.3
nand3_1      34            1.6
nand4_1      17            1.0
and3_1       13           0.78
clkbuf_1     78            2.8
xor2_1       25            2.1
ha_1         67            8.1
o21a_1       10           0.72
nor3_1       13           0.62
dfxtp_1     169             32
nand2_1     270            9.7
xnor2_1      29            2.4
inv_1        20           0.72
nor2_1      166            6.0
how the worst max path moves through the flow:
stage	startpoint	endpoint	cells after the start
CTS	prod[7]	prod[7]	1
global route	prod[0]	prod[58]	13
finish	prod[0]	prod[58]	13
metrics by stage:
stage               util (%)  instances  instance area (sq um)
detailed placement      58.0       1743                  11800
global route            60.9       1774                  12400
finish                  60.9       1774                  12400
CTS                     60.9       1774                  12400
global placement        58.0       1743                  11800
floorplan                  -       1428                  10400
registers in the layout (all words and copies together) (netlist names):
name         cells
mcand_copy      64
fin              1
working          8
prod            64
mplier_copy     32
cells by family after synthesis:
logic type	Yosys count	synth area share (%)
AND-OR/OR-AND	451	26.7
buffers and inverters	117	4.39
multiplexers	3	0.300
XOR/XNOR	54	4.54
flip-flops	169	32.5
AND/OR/NAND/NOR	566	23.3
adder cells (fa/ha/maj)	68	8.24
worst register-to-register path, stage by stage (launching register included):
cell      delay [ps]
dfxtp_1          330
ha_1             220
fa_1             420
a211oi_1         250
nor2_1           120
o31ai_2          360
a21oi_1          180
o311a_1          340
nor3_2           390
o41a_1           390
nor3_1           110
o21ai_0          430
xor2_1           200
a21oi_1           80
routing by layer:
metal	global-route usage [%]	up-vias	share of wire, %
li1	-	5144	-
met1	42.1	4496	50
met2	39.6	201	44
met3	5.25	12	5.3
met4	1.93	0	0.69
met5	0	-	0
power by group through the flow:
stage     clock network, mW  logic [mW]  registers (mW)
5_1_grt               0.548        1.04           0.728
4_1_cts               0.525       0.919           0.713
6_report              0.516       0.919           0.713
Power figures rest on the tool's default switching activity, not on a simulated workload.
