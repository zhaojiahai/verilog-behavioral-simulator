### design/flow/run.sh
#!/bin/bash
# OpenROAD 26Q1-2900-gdf79404cd8, Yosys 0.63+post, stock flow scripts
make -C /OpenROAD-flow-scripts/flow DESIGN_CONFIG=/design/flow/config.mk WORK_HOME=/design/flow/orfs finish
### design/flow/config.mk
export PLATFORM = sky130hd
export DESIGN_NAME = divider
export DESIGN_NICKNAME = divider
export VERILOG_FILES = /design/flow/design.v
export SDC_FILE = /design/flow/constraint.sdc
export NUM_CORES = 4
export LEC_CHECK = 1
export CORE_UTILIZATION = 40
### design/flow/constraint.sdc
current_design divider

set clk_period 36.2
set clk_io_pct 0.2

create_clock -name clk0 -period $clk_period [get_ports {clk}]

set non_clock_inputs [all_inputs -no_clocks]
set_input_delay [expr $clk_period * $clk_io_pct] -clock clk0 $non_clock_inputs
set_output_delay [expr $clk_period * $clk_io_pct] -clock clk0 [all_outputs]
### design/flow/design.v
module divider (clk, quot, rem, fin, dvdend, dvsor, reset);
	output [31:0] quot;
	output [63:0] rem;
	output fin;
	input [63:0] dvdend;
	input [31:0] dvsor;
	input clk, reset;
	reg [31:0] quot;
	reg [63:0] rem, dvsor_copy;
	reg fin;
	reg [5:0] rep;
	always @(posedge clk)
		begin
		if (reset == 1)
			begin
			quot = 0;
			dvsor_copy = 0;
			fin = 0;
			rep = 0;
			end
		else
			begin
			if (rep == 0)
				begin
				rem = dvdend;
				dvsor_copy[63:32] = dvsor;
				rep = rep + 1;
				end
			else if (rep >= 1)
				begin
				rem = rem - dvsor_copy;
				quot = quot << 1;
				if (rem[63:63] == 1)
					rem = dvsor_copy + rem;
				else
					quot[0:0] = 1;
				dvsor_copy = dvsor_copy >> 1;
				if (rep == 33)
					fin = 1;
				rep = rep + 1;
				end
			end
		end
endmodule
==> node_exporter_impl.prom <==
# HELP chip_impl_metric Flow report values
# TYPE chip_impl_metric gauge
chip_impl_info{name="run_status",value="finished, final reports clean"} 1
chip_impl_info{name="dominantRegCellSynth",value="sky130_fd_sc_hd__dfxtp_1"} 1
chip_impl_metric{name="endpoint_required_time_on_the_critical_path",unit="ns"} 28.96
chip_impl_metric{name="timing.final.ws_setup",unit="ns"} 27.56
chip_impl_metric{name="number_of_remaining_drc_errors",unit=""} 0
chip_impl_metric{name="die_area",unit="um2"} 38400
chip_impl_info{name="crit_slowest_cell",value="sky130_fd_sc_hd__clkdlybuf4s50_1"} 1
chip_impl_metric{name="clkSlewWorstSetupHoldPaths",unit="ns"} 0.08
chip_impl_metric{name="cp.buffers_inverters",unit=""} 1
chip_impl_metric{name="worst_ep_arrival_time",unit="ns"} 1.40
chip_impl_metric{name="synth.ff_latch_count",unit=""} 167
chip_impl_info{name="hold_path.class",value="reg2reg"} 1
chip_impl_info{name="cts_tree",value="built"} 1
chip_impl_metric{name="placed_area",unit="um2"} 17200
chip_impl_metric{name="netlist-cell-type-count",unit=""} 80
chip_impl_metric{name="power.clock.fraction",unit="%"} 10.4
chip_impl_info{name="timing.critical_path.to_type",value="primary output"} 1
chip_impl_info{name="crit_path_cell_trace",value="clkdlybuf4s50_1"} 1
chip_impl_metric{name="floorplan.die.width",unit="um"} 196
chip_impl_metric{name="ctsResizeCount",unit=""} 0
chip_impl_metric{name="maxCapViolations",unit=""} 0
chip_impl_metric{name="rows",unit=""} 70
chip_impl_metric{name="dr_total_vias",unit=""} 15100
chip_impl_info{name="timing.critical_path.from_type",value="register"} 1
chip_impl_metric{name="grt_use_total",unit="%"} 28.1
chip_impl_metric{name="minimum_clock_period_after_layout",unit="ns"} 8.64
chip_impl_metric{name="finalClockSkew",unit="ns"} 0.0135
chip_impl_info{name="ctsRootBufferMaster",value="sky130_fd_sc_hd__clkbuf_16"} 1
chip_impl_metric{name="synthesis.yosys.warnings",unit=""} 1
chip_impl_metric{name="global_route_wire_length_before_repair",unit="um"} 81400
chip_impl_metric{name="globalplace.congestion",unit=""} 1.01
chip_impl_metric{name="share_of_the_cycle_needed_by_the_critical_path_after_routing",unit="%"} 23.9
chip_impl_metric{name="critical-path-max-stage-delay",unit="ns"} 0.50
chip_impl_metric{name="drt_wl_total",unit="um"} 52300
chip_impl_metric{name="worst_skew_pair.late_latency",unit="ns"} 0.45
chip_impl_metric{name="timing.final.max_slew_violations",unit=""} 0
chip_impl_metric{name="cts_made_buffers",unit=""} 17
chip_impl_metric{name="internal_power",unit="mW"} 0.853
chip_impl_metric{name="antenna_violating_nets_post_route",unit=""} 0
chip_impl_metric{name="asyncSetResetFlopFracSynth",unit="%"} 0
chip_impl_metric{name="power.density",unit="nW/um2"} 102
chip_impl_metric{name="detail_route.vias_per_cell",unit=""} 5.64
chip_impl_metric{name="final_layout_size_suffix_gt1_share",unit="%"} 3.27
chip_impl_metric{name="die_h",unit="um"} 196
chip_impl_metric{name="ctsHoldBuffers",unit=""} 0
chip_impl_metric{name="setup-violations-final",unit=""} 0
chip_impl_metric{name="fin_area",unit="um2"} 17800
chip_impl_metric{name="core_area",unit="um2"} 36900
chip_impl_metric{name="ioPinCount",unit=""} 195
chip_impl_metric{name="achievable-frequency",unit="GHz"} 0.116
chip_impl_metric{name="timing.setup.tns",unit="ns"} 0
chip_impl_metric{name="fillCellCount",unit=""} 3633
chip_impl_metric{name="worst_tran_pin_value",unit="ns"} 0.797
chip_impl_metric{name="grt_antenna_before_repair",unit=""} 0
chip_impl_metric{name="tool_warnings",unit=""} 37
chip_impl_info{name="rsz0062_at_grt",value="false"} 1
chip_impl_metric{name="power_frac_seq",unit="%"} 15.7
chip_impl_info{name="crit_family",value="buffers and inverters"} 1
chip_impl_metric{name="drt_pass1_iterations",unit=""} 5
chip_impl_metric{name="final_global_route_overflow_total",unit=""} 0
chip_impl_metric{name="area.growth.synth_to_final",unit="%"} 18.2
chip_impl_metric{name="1st_iter_drt_viols",unit=""} 1086
chip_impl_info{name="setup.worst_path.class",value="reg2out"} 1
chip_impl_metric{name="buffer_ports.inserted",unit=""} 194
chip_impl_metric{name="power.static_leakage",unit="nW"} 6.92
chip_impl_metric{name="power.share.switching",unit="%"} 53.0
chip_impl_metric{name="wl_per_cell",unit="um"} 19.5
chip_impl_metric{name="finalHoldWorstSlack",unit="ns"} 0.458
chip_impl_metric{name="num_antenna_cells",unit=""} 0
chip_impl_metric{name="count_of_library_flops_with_an_enable_pin",unit=""} 64
chip_impl_metric{name="gate_count_post_synth",unit=""} 2052
chip_impl_metric{name="synth_area",unit="um2"} 15100
chip_impl_metric{name="post-cts-setup-buffers",unit=""} 0
chip_impl_metric{name="path_max_fanout",unit=""} 2
chip_impl_metric{name="timing_hold_violations_final",unit=""} 0
chip_impl_metric{name="first_global_vias",unit=""} 14400
chip_impl_metric{name="preCtsSetupSlack",unit="ns"} 27.11
chip_impl_metric{name="synth_sequential_area_ratio",unit="%"} 26.4
chip_impl_metric{name="vdd_ir_drop_max",unit="V"} 0.0000527
chip_impl_metric{name="power.net_switching",unit="mW"} 0.963
chip_impl_metric{name="hpwlAfterDp",unit="um"} 41000
chip_impl_metric{name="yosys.stat.chipArea",unit="um2"} 15100
chip_impl_metric{name="avgSynthCellArea",unit="um2"} 7.34
chip_impl_metric{name="largest_net_degree_at_the_start_of_global_routing",unit=""} 79
chip_impl_metric{name="cts_htree_levels",unit=""} 4
chip_impl_metric{name="combinationalPowerShare",unit="%"} 73.9
chip_impl_metric{name="yosys_cell_count",unit=""} 2052
chip_impl_metric{name="slew_headroom",unit="%"} 46.1
chip_impl_metric{name="max-clock-path-buffers",unit=""} 2
chip_impl_metric{name="tritoncts_num_sinks",unit=""} 167
chip_impl_metric{name="initCoreUtil",unit="%"} 40.9
## cells in the final DEF (no fill, tap or decap), types with 5 or more instances in the layout
| master | count |
|---|---|
| sky130_fd_sc_hd__a221o_1 | 9 |
| sky130_fd_sc_hd__nand3_1 | 33 |
| sky130_fd_sc_hd__or2_2 | 8 |
| sky130_fd_sc_hd__nor2_1 | 139 |
| sky130_fd_sc_hd__nand2_1 | 404 |
| sky130_fd_sc_hd__ha_1 | 137 |
| sky130_fd_sc_hd__nor4_1 | 10 |
| sky130_fd_sc_hd__nand4_1 | 51 |
| sky130_fd_sc_hd__nor2b_1 | 6 |
| sky130_fd_sc_hd__a21oi_1 | 281 |
| sky130_fd_sc_hd__inv_8 | 5 |
| sky130_fd_sc_hd__xnor2_1 | 61 |
| sky130_fd_sc_hd__edfxtp_1 | 64 |
| sky130_fd_sc_hd__or3_1 | 13 |
| sky130_fd_sc_hd__xor2_1 | 51 |
| sky130_fd_sc_hd__a211oi_1 | 15 |
| sky130_fd_sc_hd__dfxtp_1 | 103 |
| sky130_fd_sc_hd__buf_4 | 11 |
| sky130_fd_sc_hd__o31a_1 | 6 |
| sky130_fd_sc_hd__and2_1 | 9 |
| sky130_fd_sc_hd__clkdlybuf4s50_1 | 193 |
| sky130_fd_sc_hd__o21ai_0 | 92 |
| sky130_fd_sc_hd__and4_1 | 6 |
| sky130_fd_sc_hd__o21bai_1 | 29 |
| sky130_fd_sc_hd__a31oi_1 | 50 |
| sky130_fd_sc_hd__a21o_1 | 53 |
| sky130_fd_sc_hd__nor3_1 | 30 |
| sky130_fd_sc_hd__a211o_1 | 5 |
| sky130_fd_sc_hd__o21a_1 | 23 |
| sky130_fd_sc_hd__a21boi_0 | 11 |
| sky130_fd_sc_hd__nand2b_1 | 13 |
| sky130_fd_sc_hd__o211ai_1 | 22 |
| sky130_fd_sc_hd__clkbuf_16 | 18 |
| sky130_fd_sc_hd__and3_1 | 12 |
| sky130_fd_sc_hd__mux2i_1 | 5 |
| sky130_fd_sc_hd__inv_1 | 107 |
| sky130_fd_sc_hd__o31ai_1 | 10 |
## state kept, by name (all words and copies together) (netlist names)
register    flops
dvsor_copy     64
fin             1
quot           32
rem            64
rep             6
## path summary, 6_finish.rpt
kind	from	endpoint	slack [ns]	depth (start not counted)
worst max-delay path	rem[33]	rem[33]	27.56	1
worst min register to register	quot[31]	quot[31]	0.46	2
worst max register to register	rem[0]	rem[56]	29.25	22
worst min-delay path	quot[31]	quot[31]	0.46	2
## cell type report
class / instances / area (um2) / area share (%)
timing repair buffer: 204 / 2010 / 11.3
multi-input combinational: 1663 / 10200 / 57.2
inverter: 108 / 405 / 2.28
sequential: 167 / 3980 / 22.4
clock inverter: 13 / 144 / 0.808
tap: 504 / 631 / 3.54
clock buffer: 19 / 454 / 2.55
## cells in the mapped netlist, types with 7 or more instances
master / count / share of area, %
sky130_fd_sc_hd__o21a_1: 23 / 1.1
sky130_fd_sc_hd__a221o_1: 9 / 0.60
sky130_fd_sc_hd__nand2b_1: 13 / 0.54
sky130_fd_sc_hd__nor4_1: 10 / 0.42
sky130_fd_sc_hd__nor3_1: 30 / 1.0
sky130_fd_sc_hd__dfxtp_1: 103 / 14
sky130_fd_sc_hd__buf_2: 16 / 0.53
sky130_fd_sc_hd__nor2_1: 139 / 3.5
sky130_fd_sc_hd__clkbuf_1: 82 / 2.0
sky130_fd_sc_hd__or3_1: 13 / 0.54
sky130_fd_sc_hd__a211oi_1: 15 / 0.75
sky130_fd_sc_hd__a31oi_1: 50 / 2.1
sky130_fd_sc_hd__or2_2: 8 / 0.33
sky130_fd_sc_hd__a21o_1: 53 / 2.6
sky130_fd_sc_hd__nand4_1: 51 / 2.1
sky130_fd_sc_hd__and2_1: 9 / 0.37
sky130_fd_sc_hd__edfxtp_1: 64 / 13
sky130_fd_sc_hd__nand2_1: 404 / 10
sky130_fd_sc_hd__xor2_1: 51 / 3.0
sky130_fd_sc_hd__and3_1: 12 / 0.50
sky130_fd_sc_hd__buf_1: 7 / 0.17
sky130_fd_sc_hd__o211ai_1: 22 / 1.1
sky130_fd_sc_hd__inv_1: 108 / 2.7
sky130_fd_sc_hd__a21boi_0: 11 / 0.55
sky130_fd_sc_hd__o31ai_1: 10 / 0.50
sky130_fd_sc_hd__o21bai_1: 29 / 1.4
sky130_fd_sc_hd__nand3_1: 33 / 1.1
sky130_fd_sc_hd__ha_1: 137 / 11
sky130_fd_sc_hd__a21oi_1: 281 / 9.3
sky130_fd_sc_hd__o21ai_0: 92 / 3.1
sky130_fd_sc_hd__xnor2_1: 61 / 3.5
## metal layers
layer | vias to the layer above | share of wire (%) | GRT usage (%)
met5 | - | 0 | 0
met4 | 0 | 1.8 | 4.28
met3 | 42 | 8.4 | 6.89
met2 | 510 | 42 | 40.3
met1 | 7015 | 48 | 44.1
li1 | 7541 | - | -
## tightest hold or removal path, cell delays in order (launching register included)
cell,delay [ns]
sky130_fd_sc_hd__dfxtp_1,0.31
sky130_fd_sc_hd__nand2_1,0.05
sky130_fd_sc_hd__a21oi_1,0.05
## power by group through the flow
stage / sequential (mW) / clock [mW] / combinational [mW]
finish: 0.285 / 0.189 / 1.34
global route: 0.290 / 0.201 / 1.47
CTS: 0.285 / 0.195 / 1.32
## metrics by stage
stage	power (mW)	util [%]	std cells
2_1_floorplan	1.21	-	2052
3_3_place_gp	1.61	46.7	2646
3_5_place_dp	1.60	46.7	2646
4_1_cts	1.80	48.3	2678
5_1_grt	1.96	48.3	2678
6_report	1.82	48.3	2678
## kinds of logic (layout without fill, tap and decap cells)
group / Yosys count / count (layout) / share of synthesized area [%]
compound gates: 651 / 651 / 26.6
xor+xnor: 112 / 112 / 6.51
fa+ha+maj: 139 / 139 / 11.6
buf+inv: 222 / 344 / 6.01
flops: 167 / 167 / 26.4
mux: 6 / 6 / 0.407
simple gates: 755 / 755 / 22.4
No activity file was given, so power comes from the tool's default toggle rates.
