<file path="flow/constraint.sdc">
current_design divide

set clk_period 6.3
set clk_io_pct 0.2

create_clock -name clk0 -period $clk_period

set non_clock_inputs [all_inputs -no_clocks]
set_input_delay [expr $clk_period * $clk_io_pct] -clock clk0 $non_clock_inputs
set_output_delay [expr $clk_period * $clk_io_pct] -clock clk0 [all_outputs]
</file>
<file path="flow/design.v">
module divide ( inta,		 
		intb,		 
		result		 
	      );
input	[3:0]	inta;
input	[3:0]	intb;
output	[3:0]	result;
reg	[3:0]	result;
reg	[3:0]	temp1;
reg	[3:0]	temp2;
reg	[3:0]	temp3;
wire	[3:0]	subresult1;
wire	[3:0]	subresult2;
wire	[3:0]	subresult3;
usubtract usubtract1 (.inta(inta), .intb(intb << 3), .result(subresult1));
usubtract usubtract2 (.inta(temp1), .intb(intb << 2), .result(subresult2));
usubtract usubtract3 (.inta(temp2), .intb(intb << 1), .result(subresult3));
always@(inta or intb or subresult1)
begin
  if (((intb << 3) <= inta) & (intb[3:1] == 3'b000))
    begin
      temp1 = subresult1;			 
      result[3] = 1'b1;
    end
  else
    begin
      temp1 = inta;
      result[3] = 1'b0;
    end
end
always@(temp1 or intb or subresult2)
begin
  if (((intb << 2) <= temp1) & (intb[3:2] == 2'b00))
    begin
      temp2 = subresult2;
      result[2] = 1'b1;
    end
  else
    begin
      temp2 = temp1;
      result[2] = 1'b0;
    end
end
always@(temp2 or intb or subresult3)
begin
  if (((intb << 1) <= temp2) & (intb[3] == 1'b0))
    begin
      temp3 = subresult3;
      result[1] = 1'b1;
    end
  else
    begin
      temp3 = temp2;
      result[1] = 1'b0;
    end
end
always@(temp3 or intb)
begin
  if (intb  <= temp3)
    result[0] = 1'b1;
  else
    result[0] = 1'b0;
end
endmodule
module usubtract ( inta,	 
		   intb,	 
		   result	 
	         );
input	[3:0]	inta;
input	[3:0]	intb;
output	[3:0]	result;
reg	[3:0]	result;
always@(inta or intb)
begin
  if (intb >= inta)
    result = 4'b0000;
  else
    result = inta - intb;
end
endmodule
</file>
<file path="flow/run.sh">
#!/bin/bash
# OpenROAD 26Q1-2900-gdf79404cd8, Yosys 0.63+post, stock flow scripts
make -C /OpenROAD-flow-scripts/flow DESIGN_CONFIG=/design/flow/config.mk WORK_HOME=/design/flow/orfs finish
</file>
<file path="flow/config.mk">
export PLATFORM = sky130hd
export DESIGN_NAME = divide
export DESIGN_NICKNAME = divide
export VERILOG_FILES = /design/flow/design.v
export SDC_FILE = /design/flow/constraint.sdc
export NUM_CORES = 4
export LEC_CHECK = 1
export CORE_AREA = 10 10 70 70
export DIE_AREA = 0 0 80 80
</file>
==> flow_metrics.py <==
# Auto-generated metrics
metrics = {
    "critical_path": {
        "required_ps": 5040,
        "cp-startpoint": "inta[3]",
        "cp_max_fo": 2,
        "cp-end-kind": "output pin",
        "cp.arrival_ps": 5230,
        "startpoint_type": "primary input",
        "criticalPathCategory": "in2out",
    },
    "detailed_routing": {
        "antennaDiodeCount": 0,
        "first_pass_iters": 2,
        "via_per_inst": 3.823,
        "drc": 0,
        "avgRoutedWirePerCell_um": 10.14,
        "routed_wirelength_mm": 1.430,
        "ant_nets": 0,
        "initialDrtViolationCount": 13,
        "dr_total_vias": 539,
    },
    "floorplan": {
        "design.die.area_um2": 6400,
        "die-width_um": 80,
        "num_rows": 21,
        "initial_core_util_pct": 12.53,
        "ios": 12,
        "fp.coreArea_um2": 3416,
        "die_y_um": 80,
    },
    "final_layout": {
        "register_area_um2": 0,
        "clkbuf_count": 0,
        "ff_count": 0,
        "layout-drive-gt1-share_pct": 50.53,
        "area_growth_pct": 114.9,
        "fillers": 371,
    },
    "final_timing": {
        "rsz0062_at_grt": "yes",
        "finalSetupTns_ps": -195.0,
        "finalHoldViolations": 0,
        "whs_ps": 2967,
        "maxSlewHeadroom_pct": 83.99,
        "finalClockPeriodUsage_pct": 103.1,
        "finalSetupViolCount": 1,
        "max_freq_mhz": 154.0,
        "slew_violations": 0,
        "period_needed_ps": 6495,
        "layout_setup_ws_ps": -195.0,
        "tightest_slew_ps": 233.5,
    },
    "clock_tree": {
        "cts_hold_buf": 0,
    },
    "global_routing": {
        "antenna_found_initial": 0,
        "track_usage_pct": 4.460,
        "grt_pass1_vias": 580,
        "grt_pass1_wl_mm": 2.394,
        "grt_max_degree": 6,
        "overflow": 0,
    },
    "flow_run": {
        "warnings": 35,
        "cap_violations": 0,
    },
    "place": {
        "port_buffers": 12,
        "post-dp-hpwl_mm": 1.128,
        "gp_congestion": 0.8341,
    },
    "power": {
        "internal-power_uw": 53.38,
        "pwr_density_cell_nw_per_um2": 98.06,
        "swShare_pct": 40.81,
        "p_leak_uw": 0.0004393,
        "clock_power_share_pct": 0,
        "p_comb_share_pct": 100.0,
        "ir_drop_uv": 53.84,
        "switching_power_uw": 36.80,
        "seqPwrFrac_pct": 0,
    },
    "yosys": {
        "synth_seq_share_pct": 0,
        "syn_area_um2": 427.9,
        "yosysChipArea_um2": 427.9,
        "syn-instance-count": 57,
        "yosys-stat-cells": 57,
        "postSynthAreaPerCell_um2": 7.507,
        "ys_warn_count": 2,
        "ys_types": 28,
    },
    "min_path": {
        "holdCritPathClass": "in2out",
        "hp-start": "inta[3]",
        "whs_path_depth": 5,
        "min_to": "result[0]",
    },
    "status": {
        "violations": "negative setup slack",
        "status": "complete, but fails checks",
    },
}
[how the worst max path moves through the flow]
stage | endpoint | slack [ps] | cells after the start
after global routing | result[0] | -410 | 26
after CTS | result[0] | -260 | 26
final | result[0] | -190 | 26
[final cells by class]
cell class | instances | area [µm²] | share of cell area, %
timing repair buffer | 39 | 327.8 | 35.65
multi-input combinational | 45 | 490.5 | 53.33
inverter | 11 | 43.79 | 4.762
tap | 46 | 57.56 | 6.259
[synth_stat cells, types with 2 or more instances]
library cell | number | area (µm²)
nand3_1 | 2 | 10.01
a21boi_0 | 2 | 15.01
nand2_1 | 3 | 11.26
inv_1 | 11 | 41.29
ha_1 | 9 | 112.6
nor2_1 | 5 | 18.77
a21oi_1 | 3 | 15.01
fa_1 | 2 | 40.04
[power groups by stage]
stage         Clock, µW  Sequential, µW  Combinational [µW]
finish                0               0                90.2
CTS                   0               0                82.3
global route          0               0                99.9
[layer usage]
metal  part of all wire [%]  vias up  GRT usage [%]
li1                       -      280              -
met3                    4.0        0         0.9091
met2                     47        7          7.785
met5                      0        -              0
met4                      0        0              0
met1                     49      252          5.816
[cell families after synthesis]
| group | after synthesis | synth area share (%) |
|---|---|---|
| adder cells (fa/ha/maj) | 11 | 35.67 |
| AND/OR/NAND/NOR | 17 | 23.98 |
| buffers and inverters | 12 | 10.53 |
| multiplexers | 1 | 2.339 |
| AND-OR/OR-AND | 15 | 25.44 |
| XOR/XNOR | 1 | 2.047 |
[critical path: stages]
cell and delay [ps]:
buf_8 80, inv_4 30, ha_4 250, or4b_4 460
nand3_2 90, nand2_2 80, buf_6 140, ha_4 240
nand4bb_1 150, a21boi_2 200, nor2_1 50, a31oi_1 240
inv_1 120, ha_4 280, nand2_2 40, o21ai_2 140
buf_6 130, nand2b_4 50, buf_6 100, o32a_1 290
ha_1 300, o21a_1 120, o21ai_2 120, a21boi_1 80
a21oi_1 100, buf_2 100
[cell usage in the layout (no fill, tap or decap), types with 2 or more instances in the layout]
cell type and count:
inv_1 10, dlygate4sd2_1 6, a21oi_1 2, o21ai_2 2, buf_4 24, nand2_2 2
ha_4 4, fa_1 2, buf_6 4, nor2_1 5, ha_1 5, clkdlybuf4s50_1 3
[what timing repair did]
action / 4_1_cts / 5_1_grt
setup buffers: 8 / 1
endpoints found under the setup margin: 2 / 1
gates resized: 36 / 7
pin swaps: 14 / 18
[per-stage QoR]
stage	total power [µW]	utilization (%)	setup slack (ps)	instances	cell area, µm²
3_3_place_gp	67.29	21.79	-1267	133	744.5
5_1_grt	99.92	26.92	-411.6	141	919.6
4_1_cts	82.34	25.82	-261.3	141	882.1
2_1_floorplan	33.35	-	38.35	57	427.9
6_report	90.18	26.92	-195.0	141	919.6
3_5_place_dp	68.74	21.79	-1298	133	744.5
No activity file was given, so power comes from the tool's default toggle rates.
